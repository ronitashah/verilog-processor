==> design.v <==
module branch(input wire[36 + 31 : 0]inst, input wire[15:0]va, input wire[15:0]vb, output wire[15:0]PC2);
    wire taken = inst[36 + 5] && va == 0 || inst[36 + 6] && va != 0 || inst[36 + 7] && va[15] == 1 || inst[36 + 8] && va[15] == 0;
    assign PC2 = taken ? vb : inst[16 : 1] + 2;
endmodule
module execute(input wire[36 + 31 : 0]inst, input wire[15:0]va, input wire[15:0]vb, output wire[15:0]vt, output wire[15:0]PC2);
    wire[7:0]disp = inst[36 + 31 : 36 + 24];
    wire[15:0]vtsub = inst[36 + 1] ? va - vb : 0;
    wire[15:0]vtmovl = inst[36 + 2] ? {{8{disp[7]}}, disp} : 0;
    wire[15:0]vtmovh = inst[36 + 3] ? {disp, vb[7:0]} : 0;
    wire[15:0]vtst = inst[36 + 10] ? vb : 0;
    branch branch(inst, va, vb, PC2);
    assign vt = inst[36 + 4] ? PC2 : vtsub | vtmovl | vtmovh | vtst;
endmodule
==> run.sh <==
#!/bin/bash
# OpenROAD 26Q1-2900-gdf79404cd8, Yosys 0.63+post, stock flow scripts
make -C /OpenROAD-flow-scripts/flow DESIGN_CONFIG=/design/flow/config.mk WORK_HOME=/design/flow/orfs finish
==> config.mk <==
export PLATFORM = sky130hd
export DESIGN_NAME = execute
export DESIGN_NICKNAME = execute
export VERILOG_FILES = /design/flow/design.v
export SDC_FILE = /design/flow/constraint.sdc
export NUM_CORES = 4
export LEC_CHECK = 1
export CORE_AREA = 10 10 107 107
export DIE_AREA = 0 0 117 117
==> constraint.sdc <==
current_design execute

set clk_period 11.6
set clk_io_pct 0.2

create_clock -name clk0 -period $clk_period

set non_clock_inputs [all_inputs -no_clocks]
set_input_delay [expr $clk_period * $clk_io_pct] -clock clk0 $non_clock_inputs
set_output_delay [expr $clk_period * $clk_io_pct] -clock clk0 [all_outputs]
==> impl_metrics.json <==
{
  "status": "completed",
  "cts_hold_buffers": 0,
  "avgRoutedWirePerCell_um": 17.2,
  "ys_warn_count": 0,
  "crit_top_cell": "clkdlybuf4s50_1",
  "top_area_share_pct": 11.4,
  "cts_resized": 0,
  "tightest_slew_ps": 679,
  "top_logic_kind": "AND-OR/OR-AND gates",
  "maxSlewHeadroom_pct": 54.3,
  "yosysChipArea_sq_um": 1870,
  "path_cells": "clkdlybuf4s50_1, nor4_1, nand4_1, mux2i_4, buf_4, mux2i_1, o22ai_1, nor2_1, clkdlybuf4s50_1",
  "layout_setup_ws_ps": 3930,
  "fin_setup_tns_ps": 0,
  "grt_overflow": 0,
  "hold_ws_ps": 5660,
  "lay_top_count": "clkdlybuf4s50_1",
  "ys_sh_xor_pct": 7.04,
  "fp_util_pct": 20.3,
  "netlist_instances": 271,
  "p_total_w": 0.000130,
  "drive_above_1_share_pct": 6.16,
  "place_congestion": 0.900,
  "core_area_sq_um": 9200,
  "rsz0062_at_grt": "false",
  "drt_first_pass_iters": 4,
  "syn_area_per_cell_sq_um": 6.88,
  "static-leakage-power_nw": 1.15,
  "slew_violations": 0,
  "cp.depth": 9,
  "adder_share_pct": 12.5,
  "io_pins": 132,
  "flop-count": 0,
  "grtUsageMet3_pct": 2.06,
  "finalHoldViolations": 0,
  "path_max_fanout": 33,
  "dp_hpwl_mm": 7.15,
  "setup_viol": 0,
  "yosys.area.top_type": "ha_1",
  "regArea_sq_um": 0,
  "antenna_left": 0,
  "crit_type": "input port to output port",
  "min_path_type": "input port to output port",
  "track_usage_pct": 11.5,
  "grt_antenna_before_repair": 0,
  "cpMaxStageDelayCell": "nor4_1",
  "netlist_area_sq_um": 1870,
  "postSynthSeqShare_pct": 0,
  "simple_gate_area_share_pct": 25.0,
  "finalCritPeriodShare_pct": 66.2,
  "yosys-top-cells-area": "ha_1 11%, xnor2_1 5.6%, nand2_1 5.0%, inv_1 4.4%, nor2_1 4.4%",
  "max_cap_violations": 0,
  "remaining_drc_errors": 0,
  "ys_sh_mux_pct": 6.91,
  "syn2layout_area_growth_pct": 56.0,
  "drtIter0Drc": 145,
  "grt_pass1_wl_mm": 12.5,
  "compound_area_share_pct": 40.0,
  "die-area_sq_um": 13700,
  "fmax_mhz": 130,
  "layout_min_cycle_time_ps": 7670,
  "tool_warnings": 68,
  "grt_util_met1_pct": 14.8,
  "vdd_drop_max_v": 0.0000146,
  "cp.arrival_ps": 5350,
  "num_rows": 35,
  "combGateArea_sq_um": 1710,
  "postCtsSetupBuffers": 0,
  "mostFrequentLayoutCells": "97 x clkdlybuf4s50_1, 25 x nand2_1, 22 x inv_1, 22 x nor2_1, 17 x ha_1",
  "busiest_layer": "met2",
  "grt_pass1_vias": 2300,
  "crit_buf_inv": 3,
  "ys_cells": 271,
  "grt_start_max_net_pins": 34,
  "end_kind": "output port",
  "hp-start": "vb[14]",
  "viasPerCell": 4.92,
  "clkbuf_count": 0,
  "cp_data_required_time_ps": 9280,
  "max_stage_delay_ps": 640,
  "start_kind": "input port",
  "fillers": 974,
  "cp-startpoint": "va[1]",
  "vias": 2304,
  "crit_family": "buffers and inverters",
  "dieWidth_um": 117,
  "dp_slack_ps": 3950,
  "crit_end": "vt[13]",
  "n_antenna_cell": 0,
  "grtUsageMet2_pct": 20.2,
  "netlist-cell-type-count": 56,
  "die_h_um": 117,
  "io_buffers": 97,
  "wirelength_mm": 8.04,
  "cellPowerDensity_nw_per_um2": 44.7
}
worst min path at each step:
stage / end / slack (ps) / cells past startpoint
finish: PC2[14] / 5660 / 4
global route: PC2[8] / 5720 / 4
CTS: PC2[8] / 5680 / 4
power by group:
group / switching (W) / total, W / internal [W]
clock network: 0 / 0 / 0
logic: 0.0000580 / 0.000130 / 0.0000720
registers: 0 / 0 / 0
final cells by class:
| class | count | share of cell area (%) |
|---|---|---|
| timing repair buffer | 98 | 33.6 |
| tap | 111 | 4.77 |
| multi-input combinational | 236 | 58.6 |
| inverter | 23 | 2.97 |
cells in the mapped netlist (all sizes together), types with 8 or more instances:
library cell / count
a211oi: 8
a21oi: 19
clkbuf: 8
ha: 17
inv: 22
nand2: 25
nand2b: 8
nand3: 10
nor2: 22
o21ai: 20
xnor2: 12
metrics by stage:
| stage | utilization [%] | cells | area [sq um] |
|---|---|---|---|
| after floorplan | - | 271 | 1870 |
| after global placement | 31.6 | 468 | 2910 |
| after detailed placement | 31.6 | 468 | 2910 |
| after CTS | 31.6 | 468 | 2910 |
| after global routing | 31.6 | 468 | 2910 |
| final | 31.6 | 468 | 2910 |
cell families after synthesis:
logic type / count (synthesis)
AOI/OAI and AO/OA: 97
buffers and inverters: 35
and+or+nand+nor: 95
muxes: 11
xor gates and xnor gates: 15
adders and majority gates: 18
routing by layer:
layer | vias to the layer above | share of wire (%) | routed length, um
met5 | - | 0 | 0
met4 | 0 | 1.0 | 82
met3 | 4 | 5.5 | 439
met2 | 68 | 51 | 4100
met1 | 1026 | 42 | 3420
li1 | 1206 | - | -
tightest hold or removal path, delay by kind of cell:
| kind | cells | cell delay, ps |
|---|---|---|
| compound gates | 1 | 70 |
| buf+inv | 2 | 870 |
| simple gates | 1 | 90 |
Power figures rest on the tool's default switching activity, not on a simulated workload.
