**flow/config.mk**
```make
export PLATFORM = sky130hd
export DESIGN_NAME = btb
export DESIGN_NICKNAME = btb
export VERILOG_FILES = /design/flow/design.v
export SDC_FILE = /design/flow/constraint.sdc
export NUM_CORES = 4
export LEC_CHECK = 1
export CORE_UTILIZATION = 50
```
**flow/constraint.sdc**
```tcl
current_design btb

set clk_period 68.6
set clk_io_pct 0.2

create_clock -name clk0 -period $clk_period [get_ports {clk}]

set non_clock_inputs [all_inputs -no_clocks]
set_input_delay [expr $clk_period * $clk_io_pct] -clock clk0 $non_clock_inputs
set_output_delay [expr $clk_period * $clk_io_pct] -clock clk0 [all_outputs]
```
**flow/design.v**
```verilog
module btb(input clk, input wire[15:0]PCA, output wire branchA, output wire[15:0]targetA, input wire[15:0]PCB, output wire branchB, output wire[15:0]targetB, input wire WE, input wire[15:0]PCW, input wire[15:0]targetW);
    reg[7:0]tags[0:127];
    reg[15:0]targets[0:127];
    integer i;
    initial begin
        for (i = 0; i < 128; i += 1) begin
            tags[i] = 255;
            targets[i] = 65535;
        end
    end
    wire[6:0]hashA = PCA[7:1];
    wire[7:0]tagA = PCA[15:8];
    assign branchA = tags[hashA] == tagA;
    assign targetA = branchA ? targets[hashA] : PCA + 2;
    wire[6:0]hashB = PCB[7:1];
    wire[7:0]tagB = PCA[15:8];
    assign branchB = tags[hashB] == tagB;
    assign targetB = branchB ? targets[hashB] : PCB + 2;
    wire[6:0]hashW = PCW[7:1];
    wire[7:0]tagW = PCW[15:8];
    always @(posedge clk) begin
        if (WE) begin
            tags[hashW] <= tagW;
            targets[hashW] <= targetW;
        end
    end
endmodule
```
**flow/run.sh**
```bash
#!/bin/bash
# OpenROAD 26Q1-2900-gdf79404cd8, Yosys 0.63+post, stock flow scripts
make -C /OpenROAD-flow-scripts/flow DESIGN_CONFIG=/design/flow/config.mk WORK_HOME=/design/flow/orfs finish
```
==> commit_impl_results.txt <==
Add synthesis and place-and-route results

- Hold Vio Cnt, Final: 0
* Final estimated routing congestion in global placement: 1.004
* Die Span X: 536.0 um
- Buffers added to address setup during post-CTS repair amount to 0.
- STA puts the critical path data required time at 54.88 ns.
- End point of the critical path: targetA[9]
- Top-area cell share: 0.6470
* Classification of the worst-slack hold path: input pin to flop
- Summed over all routing layers, the global router reports a total usage of 0.3829.
- Routed via count divided by cell count: 6.970
* Final setup vio count: 0
- Count of input and output buffers: 98
- Worst max-slew margin expressed relative to the limit: 0.1583
- Vertical die dimension: 536.0 um
* Startpoint type of the worst setup path: input pin
* Top routing layer in use: met5
- Leakage power figure: 49.20 nW
- In the Yosys report the total cell count is 6434.
* Total standard cell area after synthesis: 142600 um^2
* Initial antenna violation count: 52
- In this run the count of I/O pins placed on the die edge is 100.
- Ranked by total cell area, the synthesized netlist is headed by sky130_fd_sc_hd__edfxtp_1 (65%), sky130_fd_sc_hd__mux4_2 (29%), sky130_fd_sc_hd__mux2i_1 (1.1%).
* Min cycle time layout: 34.93 ns
- RSZ-0062 raised after global routing: no
- The tree is rooted in a sky130_fd_sc_hd__clkbuf_16.
- The most used flip-flop cell after synthesis is sky130_fd_sc_hd__edfxtp_1.
* # H-tree levels: 5
- Std-Cell Core Area: 283000 um^2
- In the placement report, post-DP HPWL is listed as 286600 um.
* Max-capacitance violation count: 0
- Of the available clock period, the critical path in the final layout requires 0.5092.
- Floorplan-stage core utilization: 0.5038
* Number of resized instances in the post-cts repair step: 0
* Length of routed wiring on met1: 132000 um
* Total Die Area: 287300 um^2
- Counting pins that exceed their max-slew limit in the final report gives 0.
- Setup_tns: 0 ns
- Iteration-0 DRC Markers: 5164
- Entering global routing, the biggest net connects 91 pins.
- Registers take 92250 um^2.
* CTS tree: yes
- For the pin with the worst max-slew slack, the measured transition is 1.258 ns.
- Synth-to-Final Area Change: 12.40%
* Met3 layer wire length in the routed design: 109000 um
* Share of cells above drive strength 1: 0.4138
* Crit path arrival time: 21.21 ns
* Power density over the cells: 26.16 nW/um^2
- The number of hold buffers added after CTS was 0.
* Max IR drop VDD: 0.02149 mV
- Pre-Repair DR Iteration Count: 6
* Number of warnings reported in the yosys synthesis log: 1
* Number of synthesized flops with an enable pin: 3072
- The routed design shows a wire length per standard cell of 43.69 um.
- Summing over the stages, the warning tally comes to 27.
* Start point of the critical path: PCA[1]
- Proportion of synthesized chip area in sequential cells: 0.6470
- Clock buffer depth: 4
- Clock tree synthesis inserted a total of 332 buffers.
- Type of element capturing the critical path: primary output
- Overall power consumption after layout is estimated at 4.193 mW.
- The synthesis stat section lists a flop and latch total of 3072.
* Post-synthesis chip area from yosys: 142600 um^2
- The flow ran to the end, and the final reports show no timing, DRC or antenna violations.
- For this block, the via count after detailed routing is 75.08k.
- In the post-route report, total wirelength is listed as 470600 um.
* Global-route wire length before repair: 653800 um
- Post-route antenna net violation count: 0
- Cell count after synthesis: 6434
* Maximum fanout count along the critical path: 46
* Number of global-route vias before repair: 83.90k
* Number of distinct library cells after synthesis: 64
- The detailed router reports a met2 wire length of 205100 um.
- Number of clock sinks: 3072
- In the final layout, the fill cell count is 20.33k.
- Ys async rst share: 0
- Grt total ovfl: 0
- Dividing the synthesized area by the synthesized cell count gives 22.16 um^2.
- Largest area contributor in the netlist: sky130_fd_sc_hd__edfxtp_1
- By startpoint and endpoint, the worst setup path is classified as input pin to primary output.
- Detailed-route DRC error count: 0
* Worst-path clk slew: 0.06 ns
- Based on the critical path, the design can be clocked at up to 0.02863 GHz.
- Number of cell rows: 195
- The multi-input combinational cells in the finished layout cover a total of 49050 um^2.
[cell usage after synthesis (27+ instances only)]
master	number
sky130_fd_sc_hd__buf_1	115
sky130_fd_sc_hd__nor2_1	195
sky130_fd_sc_hd__buf_2	142
sky130_fd_sc_hd__clkbuf_1	222
sky130_fd_sc_hd__mux4_2	1856
sky130_fd_sc_hd__nand3_1	56
sky130_fd_sc_hd__nand2_1	129
sky130_fd_sc_hd__nor3_1	36
sky130_fd_sc_hd__o21ai_0	32
sky130_fd_sc_hd__o22ai_1	29
sky130_fd_sc_hd__a22oi_1	43
sky130_fd_sc_hd__mux2i_1	162
sky130_fd_sc_hd__mux2_2	27
sky130_fd_sc_hd__a21oi_1	49
sky130_fd_sc_hd__edfxtp_1	3072
[state kept, by name, summed over array words and instances (netlist names)]
signal   count
tags      1024
targets   2048
[worst max-delay path: stages]
cell,delay [ns]
sky130_fd_sc_hd__buf_12,0.36
sky130_fd_sc_hd__buf_4,0.57
sky130_fd_sc_hd__buf_4,0.62
sky130_fd_sc_hd__buf_4,0.62
sky130_fd_sc_hd__buf_4,0.64
sky130_fd_sc_hd__or2_2,0.61
sky130_fd_sc_hd__o221ai_1,0.19
sky130_fd_sc_hd__o221ai_1,0.43
sky130_fd_sc_hd__o21ai_0,0.45
sky130_fd_sc_hd__a31oi_1,0.44
sky130_fd_sc_hd__mux2i_1,0.22
sky130_fd_sc_hd__o2111ai_1,0.20
sky130_fd_sc_hd__nor4_4,0.28
sky130_fd_sc_hd__buf_4,0.32
sky130_fd_sc_hd__nor2_1,0.08
sky130_fd_sc_hd__a21oi_1,0.61
sky130_fd_sc_hd__clkdlybuf4s50_1,0.60
[placed cells by master (no fill, tap or decap), types with 52 or more instances in the layout]
cell type | netlist | layout
sky130_fd_sc_hd__buf_4 | 16 | 377
sky130_fd_sc_hd__nand3_1 | 56 | 52
sky130_fd_sc_hd__clkbuf_16 | 0 | 341
sky130_fd_sc_hd__clkinv_2 | 0 | 67
sky130_fd_sc_hd__nor2_4 | 0 | 126
sky130_fd_sc_hd__clkdlybuf4s50_1 | 0 | 62
sky130_fd_sc_hd__mux2i_1 | 162 | 162
sky130_fd_sc_hd__clkbuf_1 | 222 | 70
sky130_fd_sc_hd__nor2_1 | 195 | 69
sky130_fd_sc_hd__mux4_2 | 1856 | 1856
sky130_fd_sc_hd__clkinv_1 | 6 | 74
sky130_fd_sc_hd__nand2_1 | 129 | 126
sky130_fd_sc_hd__edfxtp_1 | 3072 | 3072
[final cells by class]
cell class / instances / share of cell area
antenna: 42 / 0.0006558
clock buffer: 411 / 0.05488
clock inverter: 190 / 0.009852
inverter: 18 / 0.0005231
multi-input combinational: 2839 / 0.3060
sequential: 3072 / 0.5756
tap: 3743 / 0.02922
timing repair buffer: 456 / 0.02325
[routing by layer]
layer,vias up,GRT usage
met2,5995,0.4877
met1,38760,0.4633
met5,-,0.1178
met3,824,0.3658
met4,100,0.1244
li1,29400,-
[worst min path at each step]
| stage | start | slack [ns] | to | depth (start not counted) |
|---|---|---|---|---|
| after CTS | targetW[5] | 13.12 | targets[92][5] | 1 |
| after global routing | targetW[11] | 13.15 | targets[89][11] | 1 |
| final | targetW[5] | 13.19 | targets[93][5] | 1 |
[power by group]
group | switching (mW) | internal (mW)
Clock | 0.739 | 0.996
Combinational | 0.238 | 0.144
Sequential | 0.00279 | 2.07
Total | 0.980 | 3.21
[logic make-up (layout without fill, tap and decap cells)]
logic type	Yosys count	in the layout	share of synthesized area
other	0	42	0
flip-flops	3072	3072	0.6470
XOR/XNOR	34	34	0.002088
buffers and inverters	523	1075	0.01596
multiplexers	2045	2045	0.3067
AND/OR/NAND/NOR	503	503	0.01600
adder cells (fa/ha/maj)	2	2	0.0001755
AND-OR/OR-AND	255	255	0.01214
[per-stage QoR]
stage | hold slack [ns] | std cells | util | worst slack [ns] | instance area [um^2]
floorplan | 13.82 | 6434 | - | 37.86 | 142600
global placement | 14.11 | 10130 | 0.5292 | 33.83 | 149800
detailed placement | 14.11 | 10130 | 0.5292 | 33.86 | 149800
CTS | 13.12 | 10730 | 0.5659 | 33.84 | 160200
global route | 13.15 | 10760 | 0.5662 | 33.45 | 160300
finish | 13.19 | 10770 | 0.5663 | 33.67 | 160300
Power figures rest on the tool's default switching activity, not on a simulated workload.
